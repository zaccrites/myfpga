==> flow/run.sh <==
#!/bin/bash
# OpenROAD 26Q1-2900-gdf79404cd8, Yosys 0.63+post, stock flow scripts
make -C /OpenROAD-flow-scripts/flow DESIGN_CONFIG=/design/flow/config.mk WORK_HOME=/design/flow/orfs finish
==> flow/design.v <==
module logic_cell(
    input logic i_ConfigClock,
    input logic i_LogicClock,
    input logic i_ConfigActive,
    input logic i_ConfigShiftInput,
    output logic o_ConfigShiftOutput,
    input logic [3:0] i_LookupTableInputs,
    output logic o_Output
);
integer i;
logic [15:0] r_LookupTableMask;
logic r_FlipFlopBypass;
logic r_InputClockPolarity;
always_ff @ (posedge i_ConfigClock) begin
    r_LookupTableMask[0] <= i_ConfigShiftInput;
    for (i = 1; i <= 15; i++) begin
        r_LookupTableMask[i] <= r_LookupTableMask[i - 1];
    end
    r_FlipFlopBypass <= r_LookupTableMask[15];
    r_InputClockPolarity <= r_FlipFlopBypass;
    o_ConfigShiftOutput <= r_InputClockPolarity;
end
logic w_LogicClock;
assign w_LogicClock = r_InputClockPolarity ? ~i_LogicClock : i_LogicClock;
logic w_LookupTableOutput;
assign w_LookupTableOutput = r_LookupTableMask[i_LookupTableInputs];
logic r_FlipFlopOutput;
always_ff @ (posedge w_LogicClock or negedge i_ConfigActive) begin
    if (~i_ConfigActive)
        r_FlipFlopOutput <= 0;
    else
        r_FlipFlopOutput <= w_LookupTableOutput;
end
assign o_Output = r_FlipFlopBypass ? w_LookupTableOutput : r_FlipFlopOutput;
endmodule
==> flow/constraint.sdc <==
current_design logic_cell

set clk_period 4.0
set clk_io_pct 0.2

create_clock -name clk0 -period $clk_period [get_ports {i_ConfigClock}]

set non_clock_inputs [all_inputs -no_clocks]
set_input_delay [expr $clk_period * $clk_io_pct] -clock clk0 $non_clock_inputs
set_output_delay [expr $clk_period * $clk_io_pct] -clock clk0 [all_outputs]
==> flow/config.mk <==
export PLATFORM = sky130hd
export DESIGN_NAME = logic_cell
export DESIGN_NICKNAME = logic_cell
export VERILOG_FILES = /design/flow/design.v
export SDC_FILE = /design/flow/constraint.sdc
export NUM_CORES = 4
export LEC_CHECK = 1
export CORE_AREA = 10 10 70 70
export DIE_AREA = 0 0 80 80
==> results_dict.tcl <==
# yosys + openroad results
set metrics [dict create \
    setup_viol 0 \
    cts_setup_buffers 0 \
    ir_drop_v 0.000131 \
    grt_pass1_vias 301 \
    tool_warnings 25 \
    final.setup.tns_ns 0 \
    r2r_start "r_FlipFlopBypass$_DFF_P_" \
    slew_viol_final 0 \
    cts-root-buf "clkbuf_4" \
    p_total_uw 322 \
    grt_max_degree 11 \
    synth_warnings 1 \
    grt_pass1_wl_um 1370 \
    io_buffers 9 \
    period_used_share 0.920 \
    chipHeight_um 80 \
    track_usage 0.0277 \
    layout_top_cell "dfxtp_1" \
    core_um2 3420 \
    drv_cap 0 \
    powerDensity_nw_per_um2 430 \
    hold_violations 0 \
    synth_area_um2 586 \
    clk_path_buf_depth 2 \
    overflow 0 \
    n_fill_cell 367 \
    cts_buffers 3 \
    arrival_ns 2.88 \
    avgViaCountPerCell 3.19 \
    num_io_pins 10 \
    skew_ns 0.00310 \
    initCoreUtil 0.171 \
    rrSetupSlack_ns 3.54 \
    area_delta_synth_final_pct 27.8 \
    first_pass_iters 2 \
    drive_gt1_frac 0.128 \
    final_area_um2 748 \
    hold_buffers 0 \
    cp_slowest_stage_delay_ns 0.66 \
    fp-row-count 21 \
    drc 0 \
    worstHoldStart "r_LookupTableMask[1]$_DFF_P_" \
    synthCells 35 \
    via_count 297 \
    cts_resized 0 \
    hold_class "flop to flop" \
    min_period_ns 3.68 \
    routed_wl_um 877 \
    yosysChipArea_um2 586 \
    synth.avg_cell_area_um2 16.7 \
    fin_cells 93 \
    start_kind "input pin" \
    end_kind "output pin" \
    worst_pin_slew_ns 0.329 \
    ant_nets 0 \
    antenna_found_initial 0 \
    critPathLaunch "i_LookupTableInputs[2]" \
    yosys_cells 35 \
    fp.dieW_um 80 \
    ys_seq_share 0.692 \
    dp_cells 89 \
    relSlewSlack 0.780 \
    drtIter0Drc 2 \
    max_freq_mhz 272 \
    cp_max_fo 6 \
    ys.flops 20 \
    path_clk_slew_ns 0.09 \
    tritoncts "yes" \
    worstPathCellList "clkdlybuf4s50_1, mux2i_1, mux4_2, a31oi_1, a21boi_2, clkdlybuf4s50_1" \
    status "finished, final reports clean" \
    antennaDiodeCount 0 \
    leakage_nw 0.290 \
    placed_area_um2 722 \
    htreeDepth 1 \
    path_class "input pin to output pin" \
    cpMaxStageDelayCell "clkdlybuf4s50_1" \
    whs_ns 0.350 \
    path_common_cell "clkdlybuf4s50_1" \
    rsz0062_at_grt "no" \
    dieArea_um2 6400 \
    clkLatencyLatePin_ns 0.28 \
    routedWlPerCell_um 9.43 \
    synth_cell_types 13 \
    untimed_endpoints 1 \
    unclocked_pins 1 \
    required_ns 3.20 \
    gp_congestion 0.729 \
    layout_top_cells "dfxtp_1, clkdlybuf4s50_1, mux2i_1" \
]
## cells in the mapped netlist, drive strengths merged
cell | instances | share of area
a21boi | 1 | 0.019
buf | 1 | 0.019
nor2b | 1 | 0.011
a31oi | 1 | 0.011
xor2 | 1 | 0.015
a21oi | 1 | 0.0085
mux2i | 4 | 0.068
dfrtp | 1 | 0.043
a211oi | 1 | 0.021
dfxtp | 19 | 0.65
nor2 | 1 | 0.0064
mux4 | 3 | 0.13
## routing by layer
| metal | share of wire | global-route usage |
|---|---|---|
| met5 | 0 | 0 |
| met4 | 0.011 | 0.00528 |
| met3 | 0.17 | 0.0295 |
| met2 | 0.31 | 0.0305 |
| met1 | 0.51 | 0.0353 |
## path summary, 6_finish.rpt
path	to	depth (start not counted)
max	o_Output	6
min	r_LookupTableMask[2]$_DFF_P_	0
max reg2reg	r_InputClockPolarity$_DFF_P_	0
min reg2reg	r_LookupTableMask[2]$_DFF_P_	0
## worst max-delay path, delay by kind of cell
kind            cells  cell delay, ns
compound gates      2            0.33
buf+inv             2            1.13
mux                 2            0.62
## kinds of logic after synthesis
family	share of synthesized area
compound gates	0.0598
xor+xnor	0.0150
buf+inv	0.0192
flops	0.692
mux	0.197
simple gates	0.0171
## power by group
group / total (mW) / switching (mW) / internal (mW)
clock: 0.0889 / 0.0502 / 0.0387
combinational: 0.0270 / 0.00849 / 0.0186
sequential: 0.206 / 0.00475 / 0.201
total: 0.322 / 0.0635 / 0.258
## final cells by class
cell class              instances  area, um^2  area share
flip-flops and latches         20         405       0.542
multi-input cells              14         169       0.226
repair buffers                  9        90.1       0.120
well taps                      46        57.6      0.0769
clock buffers                   4        26.3      0.0351
## flip-flops by register name, summed over array words and instances, names as in the netlist
name	flops
r_LookupTableMask	16
o_ConfigShiftOutput	1
r_FlipFlopBypass	1
r_FlipFlopOutput	1
r_InputClockPolarity	1
## stage by stage
stage          worst slack (ns)   util
3_5_place_dp              0.306  0.211
3_3_place_gp              0.330  0.211
4_1_cts                   0.304  0.219
6_report                  0.322  0.219
5_1_grt                   0.171  0.219
2_1_floorplan              1.43      -
No activity file was given, so power comes from the tool's default toggle rates.

$ cat /design/flow/run.sh
#!/bin/bash
# OpenROAD 26Q1-2900-gdf79404cd8, Yosys 0.63+post, stock flow scripts
make -C /OpenROAD-flow-scripts/flow DESIGN_CONFIG=/design/flow/config.mk WORK_HOME=/design/flow/orfs finish
$ cat /design/flow/config.mk
export PLATFORM = sky130hd
export DESIGN_NAME = fibonacci
export DESIGN_NICKNAME = fibonacci
export VERILOG_FILES = /design/flow/design.v
export SDC_FILE = /design/flow/constraint.sdc
export NUM_CORES = 4
export LEC_CHECK = 1
export CORE_AREA = 10 10 78 78
export DIE_AREA = 0 0 88 88
$ cat /design/flow/constraint.sdc
current_design fibonacci

set clk_period 3.5
set clk_io_pct 0.2

create_clock -name clk0 -period $clk_period [get_ports {i_Clock}]

set non_clock_inputs [all_inputs -no_clocks]
set_input_delay [expr $clk_period * $clk_io_pct] -clock clk0 $non_clock_inputs
set_output_delay [expr $clk_period * $clk_io_pct] -clock clk0 [all_outputs]
$ cat /design/flow/design.v
module fibonacci (
    input i_Clock,
    input i_Reset,
    output reg [7:0] r_Value
);
reg [4:0] r_Counter;
reg [7:0] r_A;
reg [7:0] r_B;
always @ (posedge i_Clock) begin
    if (i_Reset || r_Counter > 10) begin
        r_Value <= 0;
        r_A <= 0;
        r_B <= 1;
        r_Counter <= 0;
    end
    else begin
        r_Value <= r_B;
        r_A <= r_B;
        r_B <= r_A + r_B;
        r_Counter <= r_Counter + 1;
    end
end
endmodule
==> deck_impl_summary.md <==
Key Metrics from the Run

Logic synthesis
  – Netlist cell types: 32
  – YS chip area: just under 1000 um2
  – Synthesized instance count: 93
  – Commonest cells in the netlist: dfxtp_1, ha_1, and3_1, nor2_1
  – Yosys reg bits: 21
  – Yosys top cell by area: dfxtp_1
  – Yosys warnings: 1
  – Ys async rst share: 0%
  – Post-Syn Area: about 960 um2
  – Top cell type by instance count after synthesis: dfxtp_1
  – Mean Syn Cell Area: roughly 10 um2
  – Post-synth top area share: a little over two fifths
  – Biggest area cells: dfxtp_1, ha_1, and3_1, nor2_1, a21oi_1
  – Seq/Total Area, Yosys: a little over two fifths
  – # Cells Yosys: just over 90
  – Post-synth EDFFs: 0
  – Main flop type: dfxtp_1

Detailed routing
  – Inserted Diodes: 0
  – Post-DR vias/cell: 4.31
  – Number of detailed-route iterations in the first pass: 4
  – DRC viols: 0
  – Final Routed Wirelength: ~1700 um
  – Via count: ~680
  – Post-route ant nets: 0
  – Avg WL per Cell: roughly 11 um
  – Iteration-0 DRC count of the detailed router: 27

CTS
  – Buffer count from post-CTS setup fixing: 0
  – CTS clock-pin slew for the worst setup and hold paths: about 0.070 ns
  – Clock buffer count from CTS: 3
  – Clock Path Buffers: 2
  – Clk latency late pin: approximately 0.25 ns
  – CTS Hold Bufs: 0
  – Post-CTS resize count: 0
  – TritonCTS clock tree: built
  – Root buffer selected by CTS: clkbuf_8
  – H-Tree Level Count: 1
  – CTS sink count: 21

Cells and area
  – Area grow syn2layout: 19.6%
  – Non-filler cells, final: 157
  – Post-layout util: approximately a quarter
  – Ratio of cells with drive above 1 in the final layout: 11.4%
  – Final instance area: roughly 1200 um2

Placed design
  – Number of port buffers: 9
  – Area after DPL: ~1100 um2
  – Detailed Place HPWL: between 1000 and 1500 um
  – RD Place Congestion: between 0.8 and 0.9
  – Placed cells: about 150

Timing
  – Final Hold Viols: 0
  – Slew Viols, Final: 0
  – Finish-stage setup viols: 0
  – Cycle use final: 51.0%
  – RSZ-0062 raised after global routing: false
  – Layout Skew: between 0.003 and 0.004 ns
  – Crit path time final: roughly 1.8 ns
  – Setup TNS: 0 ns
  – Fmax: between 0.5 and 0.6 GHz

Power and ir drop
  – Total power draw: 0.417 mW
  – Net load switching power: approximately 0.085 mW
  – Clock Power Share: approximately 37%
  – Internal: 0.331 mW
  – Comb pwr share: 4.2%
  – Leak: 0.490 nW
  – Switching share of power: approximately a fifth
  – VDD IR max: ~0.18 mV
  – Flop pwr share: 58.9%
  – PD cells: 361 nW/um2

Global routing
  – Pin count of the biggest net entering global routing: 13
  – Vias in the first global route: 665
  – Grt ovf: 0
  – First-pass GRT wire length: between 2000 and 3000 um
  – Initial antenna violation count: 0
  – GRT Util Overall: roughly 4.5%

Floorplan
  – Io pins: 10
  – Die area: 7740 um2
  – Die width: 88 um
  – Cell Rows: 24
  – Core area: between 4000 and 5000 um2
  – Die Ht: between 80 and 90 um
  – FP Util: between 20% and 30%

Critical path
  – Cell Chain, Critical Path: clkdlybuf4s50_1
  – CP Depth: 1
  – CP Buf/Inv Count: 1
  – Crit-path max cell delay: roughly 0.47 ns
  – R2R setup slack: around 1.8 ns
  – Worst path arrival time: between 1 and 1.5 ns
  – Worst setup path class: reg2out
  – Critical path's top delay family: buffers and inverters
  – Cell depth of the worst flop-to-flop path: 7
  – CP Launch Type: register
  – CP Data Required Time: 2.80 ns
  – R2R Path End: r_B[6]$_SDFF_PP0_
  – Crit. End Element: primary output
  – Worst-path fanout max: 3
  – Slowest-stage cell, CP: clkdlybuf4s50_1
  – Worst R2R Start: r_A[0]$_SDFF_PP0_

Min path
  – Hold EP: r_Counter[0]$_SDFF_PP0_
  – Worst min path class: reg2reg
  – Worst hold path stage count: 1
  – Min-delay src: r_Counter[0]$_SDFF_PP0_

Run
  – Max-Cap Viols: 0
  – Log Warnings: 26

Run status
  – Outcome: finished clean
-- power by group through the flow --
stage / Clock (mW) / Combinational, mW / Sequential [mW]
after CTS: 0.161 / 0.0176 / 0.245
after global routing: 0.170 / 0.0205 / 0.246
final: 0.154 / 0.0174 / 0.245
-- layout make-up --
type                    count  area, um2
fillers                   445       3260
inverters                   5       18.8
repair buffers              9       90.1
well taps                  52       65.1
multi-input cells          66        513
clock buffers               4       45.0
flip-flops and latches     21        420
-- layout by cell type (no fill, tap or decap), drive strengths merged, types with 3 or more instances in the layout --
| cell | netlist | layout |
|---|---|---|
| nor3 | 6 | 6 |
| inv | 5 | 5 |
| and3 | 7 | 7 |
| a21oi | 5 | 5 |
| dfxtp | 21 | 21 |
| nand3 | 4 | 4 |
| ha | 9 | 9 |
| o21ai | 4 | 4 |
| nor2b | 3 | 3 |
| clkbuf | 0 | 4 |
| clkdlybuf4s50 | 0 | 9 |
| nor2 | 8 | 8 |
-- flip-flops by register name, summed over array words and instances, names as in the netlist --
name and cells:
r_B 8, r_Counter 5, r_A 8
-- per-stage QoR --
stage | setup WS, ns | hold slack, ns
floorplan | 2.00 | 0.430
finish | 1.71 | 0.467
global placement | 1.56 | 0.445
CTS | 1.69 | 0.473
global route | 1.65 | 0.500
detailed placement | 1.55 | 0.458
-- per-layer routing --
layer | wire length (um) | vias up | global-route usage (%)
li1 | - | 352 | -
met1 | 827 | 306 | 6.36
met2 | 743 | 17 | 6.68
met3 | 87 | 2 | 1.31
met4 | 10 | 0 | 0.870
met5 | 0 | - | 0
-- worst reg2reg max path, cell delays in order, from the launching register on --
cell and delay, ns:
dfxtp_1 0.34, ha_1 0.21, inv_1 0.07, fa_1 0.38
nor2b_1 0.23, o31ai_1 0.13, a21oi_1 0.18, nor3b_2 0.06
-- worst max path at each step --
stage	startpoint	to	slack (ns)
4_1_cts	r_A[5]$_SDFF_PP0_	r_Value[5]	1.69
5_1_grt	r_A[3]$_SDFF_PP0_	r_Value[3]	1.65
6_report	r_A[1]$_SDFF_PP0_	r_Value[1]	1.71
-- cells by family (layout without fill, tap and decap cells) --
| kind of cell | after synthesis | count (layout) | share of synthesized area, % |
|---|---|---|---|
| compound gates | 17 | 17 | 12.9 |
| xor+xnor | 3 | 3 | 2.73 |
| fa+ha+maj | 10 | 10 | 13.8 |
| buf+inv | 6 | 18 | 3.12 |
| flops | 21 | 21 | 43.6 |
| mux | 1 | 1 | 1.04 |
| other cells | 1 | 1 | 0.389 |
| simple gates | 34 | 34 | 22.5 |
Power and IR drop assume default switching activity.
